==> design/flow/design.v <==
`timescale 1ns / 1ps
module m_reg(
  clk,
  e_stat,e_icode,e_rA,e_rB,e_valC,e_valP,e_valA,e_valB,e_cnd,e_valE,
  m_stat,m_icode,m_rA,m_rB,m_valC,m_valP,m_valA,m_valB,m_cnd,m_valE
);  
  input clk;
  input [2:0]  e_stat;
  input [3:0]  e_icode;
  input [3:0]  e_rA;
  input [3:0]  e_rB;
  input [63:0] e_valC;
  input [63:0] e_valP;
  input [63:0] e_valA;
  input [63:0] e_valB;
  input        e_cnd;
  input [63:0] e_valE;
  output reg [2:0]  m_stat;
  output reg [3:0]  m_icode;
  output reg [3:0]  m_rA;
  output reg [3:0]  m_rB;
  output reg [63:0] m_valC;
  output reg [63:0] m_valP;
  output reg [63:0] m_valA;
  output reg [63:0] m_valB;
  output reg        m_cnd;
  output reg [63:0] m_valE;
  always@(posedge clk)
  begin
    m_stat   <=   e_stat;
    m_icode  <=   e_icode;
    m_rA     <=   e_rA;
    m_rB     <=   e_rB;
    m_valC   <=   e_valC;
    m_valP   <=   e_valP;
    m_valA   <=   e_valA;
    m_valB   <=   e_valB;
    m_cnd    <=   e_cnd;
    m_valE   <=   e_valE;
  end
endmodule
==> design/flow/run.sh <==
#!/bin/bash
# OpenROAD 26Q1-2900-gdf79404cd8, Yosys 0.63+post, stock flow scripts
make -C /OpenROAD-flow-scripts/flow DESIGN_CONFIG=/design/flow/config.mk WORK_HOME=/design/flow/orfs finish
==> design/flow/config.mk <==
export PLATFORM = sky130hd
export DESIGN_NAME = m_reg
export DESIGN_NICKNAME = m_reg
export VERILOG_FILES = /design/flow/design.v
export SDC_FILE = /design/flow/constraint.sdc
export NUM_CORES = 4
export LEC_CHECK = 1
export CORE_AREA = 10 10 263 263
export DIE_AREA = 0 0 273 273
==> design/flow/constraint.sdc <==
current_design m_reg

set clk_period 1.0
set clk_io_pct 0.2

create_clock -name clk0 -period $clk_period [get_ports {clk}]

set non_clock_inputs [all_inputs -no_clocks]
set_input_delay [expr $clk_period * $clk_io_pct] -clock clk0 $non_clock_inputs
set_output_delay [expr $clk_period * $clk_io_pct] -clock clk0 [all_outputs]
==> summary.txt <==
Hold path start: e_valB[49]
Synth top cells by count: dfxtp_1 (336)
Global-route usage over all layers: 7.65%
Worst path cell trace: buf_2
Comb gates: 0
Maximum root-to-sink buffer count: 3
Vias per cell: 2.69
Final ANT Viol Nets: 0
Inserted Diodes: 0
Most common cell in the netlist: dfxtp_1
Setup WS post-layout: -155 ps
Top delay family on crit path: flip-flops
Initial antenna violation count: 2
Worst path bufs/invs: 1
Core Util, Final: 22.3%
Distinct lib cells used: 1
Largest net degree at the start of global routing: 16
TritonCTS buffer count: 36
Post-synth EDFFs: 0
Critical path launch point type: register
DRT iter0 DRCs: 151
Hold crit path type: input port to register
Clk sinks: 336
Die X: 273 um
Register share after synthesis: 100%
Status: finished, violations left
Vias: 5163
Synth Cell Area: 6730 sq um
Fmax: 0.866 GHz
Leak pwr: 0.00606 uW
Layout cells sized above 1: 42.6%
P&R area growth vs syn: 110%
Worst-path clk slew: 60 ps
Port Buf Inserts: 672
Crit-path max FO: 1
Setup repair after global routing missed its margin: true
DRC viols: 0
Final min period: 1150 ps
Worst slew margin: 88.7%
Asr flop ratio synth: 0%
Top area cell types: dfxtp_1 (100%)
Log Warnings: 27
Crit path kind: register to output pin
DP Area: 14500 sq um
Worst Path Arrival: 950 ps
IO Count: 673
Crit end category: output pin
Post-route cell area: 14100 sq um
Vias in the first global route: 5684
Slowest CP cell: dfxtp_2
H-tree lvl count: 2
Flops after synth: 336
Logic area: 0 sq um
Peak VDD IR: 1.17 mV
Synth warn: 1
Final wirelength: 30300 um
First-pass DRT Iterations: 4
FP Util: 10.6%
Slowest stage delay, CP: 320 ps
WL/cell: 15.8 um
Ys flop type: dfxtp_1
Gpl congestion: 0.892
Slew Viols, Final: 0
Syn Area/Cell: 20.0 sq um
Worst setup startpoint: m_valE[52]
Root Driver: clkbuf_16
Power, Total: 29300 uW
Chip Height: 273 um
Total Negative Setup Slacks: -41480 ps
Full die area: 74500 sq um
Final worst-path cycle share: 115%
Wire length of the first global-routing pass: 41600 um
YS chip area: 6730 sq um
Global route overflow: 0
Max-cap violations: 0
CTS tree: done
# rows: 92
Cell taking the most area after synthesis: dfxtp_1
Violated checks: negative setup slack
Post-CTS setup buffers: 0
DP Wirelength: 24700 um
Ys cells: 336
CP required: 800 ps
Pwr dens: 2080 nW/um^2
Slew @ Worst Pin: 169 ps
Top cell type's share of synthesized area: 100%
Post-Syn Instances: 336
Final hold vios: 0
Core area: 63200 sq um
Setup violators final: 336
## layout by cell type, fill, tap and decap left out
cell type / instances
clkinv_4: 1
clkinv_2: 2
inv_6: 2
clkinvlp_4: 1
clkbuf_16: 37
buf_6: 5
clkdlybuf4s50_1: 336
dfxtp_1: 269
buf_2: 331
clkbuf_1: 9
clkbuf_8: 4
dfxtp_2: 67
bufinv_16: 3
buf_4: 3
## sequential cells by signal, indices dropped and copies added, names as in the netlist, 4 cells and up
| name | cells |
|---|---|
| m_rB | 4 |
| m_valC | 64 |
| m_valE | 64 |
| m_valB | 64 |
| m_rA | 4 |
| m_valP | 64 |
| m_valA | 64 |
| m_icode | 4 |
## metal layers
metal  global-route usage (%)  vias to the layer above  share of wire, %
met1                     7.58                     2280                32
met3                     4.78                       50                15
met5                        0                        -             0.059
li1                         -                     2460                 -
met4                     1.98                        4               2.9
met2                     13.2                      369                50
## power breakdown
group / internal (uW) / switching, uW
Sequential: 14100 / 154
Clock: 7850 / 5130
Combinational: 1590 / 433
## logic make-up after synthesis
| group | after synthesis | share of synthesized area (%) |
|---|---|---|
| flops | 336 | 100 |
## final cells by class
cell class	count	area, sq um
clock inverters	9	134
repair buffers	675	5100
fillers	6667	49100
flip-flops and latches	336	6810
clock buffers	50	1010
well taps	846	1060
## metrics by stage
step	std cells	hold WS, ps	setup slack (ps)
floorplan	336	228	538
global placement	1857	649	-42.4
detailed placement	1857	652	-29.8
CTS	1916	43.7	-224
global route	1916	63.3	-221
finish	1916	104	-155
## path summary, 6_finish.rpt
kind	end	slack [ps]	depth (start not counted)
max	m_valE[52]	-150	1
min	m_valB[49]	100	1
## what timing repair did
| item | 4_1_cts | 5_1_grt |
|---|---|---|
| resized | 1142 | 34 |
| hold buffers | 0 | 0 |
| setup endpoints to repair | 336 | 336 |
Power and IR drop assume default switching activity.
