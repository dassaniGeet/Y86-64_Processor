==> design.v <==
`timescale 1ns / 1ps
module w_reg(
  clk,
  m_stat,m_icode,m_rA,m_rB,m_valC,m_valP,m_valA,m_valB,m_cnd,m_valE,m_valM,
  w_stat,w_icode,w_rA,w_rB,w_valC,w_valP,w_valA,w_valB,w_cnd,w_valE,w_valM
);  
  input clk;
  input [2:0]  m_stat;
  input [3:0]  m_icode;
  input [3:0]  m_rA;
  input [3:0]  m_rB;
  input [63:0] m_valC;
  input [63:0] m_valP;
  input [63:0] m_valA;
  input [63:0] m_valB;
  input        m_cnd;
  input [63:0] m_valE;
  input [63:0] m_valM;
  output reg [2:0]  w_stat;
  output reg [3:0]  w_icode;
  output reg [3:0]  w_rA;
  output reg [3:0]  w_rB;
  output reg [63:0] w_valC;
  output reg [63:0] w_valP;
  output reg [63:0] w_valA;
  output reg [63:0] w_valB;
  output reg        w_cnd;
  output reg [63:0] w_valE;
  output reg [63:0] w_valM;
  always@(posedge clk)
  begin
    w_stat    <=   m_stat;
    w_icode   <=   m_icode;
    w_rA      <=   m_rA;
    w_rB      <=   m_rB;
    w_valC    <=   m_valC;
    w_valP    <=   m_valP;
    w_valA    <=   m_valA;
    w_valB    <=   m_valB;
    w_cnd     <=   m_cnd;
    w_valE    <=   m_valE;
    w_valM    <=   m_valM;
  end
endmodule
==> run.sh <==
#!/bin/bash
# OpenROAD 26Q1-2900-gdf79404cd8, Yosys 0.63+post, stock flow scripts
make -C /OpenROAD-flow-scripts/flow DESIGN_CONFIG=/design/flow/config.mk WORK_HOME=/design/flow/orfs finish
==> config.mk <==
export PLATFORM = sky130hd
export DESIGN_NAME = w_reg
export DESIGN_NICKNAME = w_reg
export VERILOG_FILES = /design/flow/design.v
export SDC_FILE = /design/flow/constraint.sdc
export NUM_CORES = 4
export LEC_CHECK = 1
export CORE_AREA = 10 10 311 311
export DIE_AREA = 0 0 321 321
==> constraint.sdc <==
current_design w_reg

set clk_period 1.0
set clk_io_pct 0.2

create_clock -name clk0 -period $clk_period [get_ports {clk}]

set non_clock_inputs [all_inputs -no_clocks]
set_input_delay [expr $clk_period * $clk_io_pct] -clock clk0 $non_clock_inputs
set_output_delay [expr $clk_period * $clk_io_pct] -clock clk0 [all_outputs]
==> notes.md <==
flow finished, numbers: die area 0.103 mm^2, Yosys cell types 1, Simple-Gate Area Share 0%, Total GRT Usage 8.73%, Gate Area 0 um^2, count of multi-input gates 0, drt wl/cell 18.0 um, min-delay src m_valP[56], 1st-pass router iterations 4, Yosys chip area 0.00801 mm^2, post-layout util 21.0%, layout cells sized above 1 40.0%, FMAX 807 MHz, CP max-delay cell dfxtp_2, Post-CTS Repair Setup Buffers 0, CTS max path bufs 3, Pwr Total 0.0364 W, Mapped Cells 400, worst path bufs/invs 1, remaining antenna violation count after routing 0, crit start category flip-flop, die width 321 um, total CTS buffers 45, row count 110, Setup Viol. Count Final 400, # Cells Yosys 400, DRC 0, outcome finished, violations left, IO buf count 800, Synth Cell Area 0.00801 mm^2, vias per cell 2.67, CP Capture Type output port, crit-path max cell delay 0.35 ns, minimum clock period 1.24 ns, hpwl dp 38200 um, max-slew headroom at the worst pin 83.7%, Final GP Congestion 0.905, most frequent cells in the layout clkdlybuf4s50_1 (400), buf_2 (370), dfxtp_1 (302), sequential cell area 0.00813 mm^2, worst-path fanout max 1, CP arrival 1.04 ns, failing checks setup timing, WP depth 1, Synth mux share 0%, fin crit share 124%, Syn. warnings 1, worst path cell trace buf_2, Seq/Total Area, Yosys 100%, CTS root buf clkbuf_16, tool warnings 27, synth-to-layout area growth 136%, Setup CP Type reg -> out, xor and xnor area share after synthesis 0%, Detailed Route WL 47100 um, worst vdd ir 1280 uV, Initial DRC Count 194, CP required 0.80 ns, most used logic cell in the final layout clkdlybuf4s50_1, crit-path leading delay family flip-flops, setup TNS -74.98 ns, Syn Area/Cell 20.0 um^2, CTS tree done, maximum number of pins on one net before global-route repair 14, DIE HEIGHT 321 um, Core Box Area 0.0900 mm^2, leakage power total 7.98 nW, Worst-Margin Slew 0.243 ns, initial antenna violation count 21, max-slew violations 0, DR vias 7007, Hold Crit Class in -> reg, final worst slack -0.239 ns, pwr dens 1930 mW/mm^2, vias in the first global route 7837, max cap viols 0, Flops after synth 400, Critical Path Start w_valE[42]$_DFF_P_, ao+oa area frac 0%, fp util 8.90%, adder-cell share of the synthesized area 0%, Final Hold Viols 0, Setup crit end w_valE[42], Fillers 9596, H-tree level count 2, boundary pin count 801, RSZ-0062 raised after global routing true, Clock Sinks 400, first-pass GRT wire length 63000 um, GR Overflow Total 0, Clk pin slew, worst setup/hold paths 0.06 ns
synthesized netlist by cell type:
library cell / number / area share [%]
dfxtp_1: 400 / 100
cell type report:
cell class	count	share of cell area (%)
antenna	2	0.0265
timing repair buffer	965	41.4
clock buffer	64	6.72
clock inverter	17	0.902
sequential	400	43.1
tap	1176	7.80
power breakdown:
group	switching, W	internal [W]	leakage, nW
Clock	0.00674	0.00939	0.702
Sequential	0.000210	0.0168	3.38
Combinational	0.000818	0.00237	3.90
Total	0.00777	0.0286	7.98
worst min path at each step:
stage | end | slack [ns] | depth (start not counted)
after CTS | w_valA[38]$_DFF_P_ | 0.0002 | 1
after global routing | w_valP[56]$_DFF_P_ | 0.007 | 1
final | w_valP[56]$_DFF_P_ | 0.05 | 1
stage by stage:
stage	cells	cell area [um^2]	hold slack, ns	setup slack [ns]
floorplan	400	8010	0.228	0.538
global placement	2387	17600	0.649	-0.0828
detailed placement	2387	17600	0.652	-0.0896
CTS	2622	18700	0.000165	-0.304
global route	2622	18900	0.00749	-0.292
finish	2624	18900	0.0525	-0.239
routing by layer:
| layer | part of all wire [%] | wire [um] | GRT usage, % | up-vias |
|---|---|---|---|---|
| li1 | - | - | - | 3274 |
| met1 | 38 | 17900 | 10.2 | 3104 |
| met2 | 45 | 21400 | 13.7 | 536 |
| met3 | 13 | 6060 | 4.71 | 81 |
| met4 | 3.6 | 1680 | 2.64 | 12 |
| met5 | 0.15 | 73 | 0 | - |
flip-flops by register name (all words and copies together) (netlist names):
| register | flops |
|---|---|
| w_cnd | 1 |
| w_valE | 64 |
| w_rB | 4 |
| w_valB | 64 |
| w_valP | 64 |
| w_valM | 64 |
| w_valC | 64 |
| w_rA | 4 |
| w_stat | 3 |
| w_icode | 4 |
| w_valA | 64 |
cell families after synthesis:
group,count (synthesis)
flip-flops,400
timing repair:
| item | 4_1_cts | 5_1_grt |
|---|---|---|
| hold buffers | 154 | 0 |
| hold endpoints to repair | 154 | 0 |
| setup endpoints to repair | 400 | 400 |
| resized | 1417 | 46 |
Power figures rest on the tool's default switching activity, not on a simulated workload.
