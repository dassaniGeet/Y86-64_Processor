## flow/config.mk

```make
export PLATFORM = sky130hd
export DESIGN_NAME = e_reg
export DESIGN_NICKNAME = e_reg
export VERILOG_FILES = /design/flow/design.v
export SDC_FILE = /design/flow/constraint.sdc
export NUM_CORES = 4
export LEC_CHECK = 1
export CORE_AREA = 10 10 217 217
export DIE_AREA = 0 0 227 227
```

## flow/constraint.sdc

```tcl
current_design e_reg

set clk_period 1.0
set clk_io_pct 0.2

create_clock -name clk0 -period $clk_period [get_ports {clk}]

set non_clock_inputs [all_inputs -no_clocks]
set_input_delay [expr $clk_period * $clk_io_pct] -clock clk0 $non_clock_inputs
set_output_delay [expr $clk_period * $clk_io_pct] -clock clk0 [all_outputs]
```

## flow/design.v

```verilog
`timescale 1ns / 1ps
module e_reg(
  clk,
  d_stat,d_icode,d_ifun,d_rA,d_rB,d_valC,d_valP,d_valA,d_valB,
  e_stat,e_icode,e_ifun,e_rA,e_rB,e_valC,e_valP,e_valA,e_valB
);  
  input clk;
  input [2:0]  d_stat;
  input [3:0]  d_icode;
  input [3:0]  d_ifun;
  input [3:0]  d_rA;
  input [3:0]  d_rB;
  input [63:0] d_valC;
  input [63:0] d_valP;
  input [63:0] d_valA;
  input [63:0] d_valB;
  output reg [2:0]  e_stat;
  output reg [3:0]  e_icode;
  output reg [3:0]  e_ifun;
  output reg [3:0]  e_rA;
  output reg [3:0]  e_rB;
  output reg [63:0] e_valC;
  output reg [63:0] e_valP;
  output reg [63:0] e_valA;
  output reg [63:0] e_valB;
  always@(posedge clk)
  begin
    e_stat    <=  d_stat;    
    e_icode   <=  d_icode;     
    e_ifun    <=  d_ifun;    
    e_rA      <=  d_rA;  
    e_rB      <=  d_rB;  
    e_valC    <=  d_valC;    
    e_valP    <=  d_valP;    
    e_valA    <=  d_valA;    
    e_valB    <=  d_valB;    
  end
endmodule
```

## flow/run.sh

```bash
#!/bin/bash
# OpenROAD 26Q1-2900-gdf79404cd8, Yosys 0.63+post, stock flow scripts
make -C /OpenROAD-flow-scripts/flow DESIGN_CONFIG=/design/flow/config.mk WORK_HOME=/design/flow/orfs finish
```

==> results.py <==
# Auto-generated metrics
metrics = {
    "outcome": {
        "status": "finished with violations",
        "violations": "negative setup slack",
    },
    "floorplanning": {
        "ios": 551,
        "rows": 75,
        "fp.dieH_um": 227,
        "initial_utilization_pct": 13.07,
        "dieArea_sq_mm": 0.05153,
        "die_x_um": 227,
        "coreArea_sq_mm": 0.04213,
    },
    "synth": {
        "synth_warnings": 1,
        "ys_top_cells_by_area": "dfxtp_1",
        "edf_count": 0,
        "ys_area_sq_mm": 0.005505,
        "yosys.area.top_type_share_pct": 100.0,
        "syn_area_sq_mm": 0.005505,
        "synthFlopType": "dfxtp_1",
        "syn_avg_cell_area_sq_um": 20.02,
        "ys.flops": 275,
        "yosysTopAreaCell": "dfxtp_1",
        "synthArstFlopShare_pct": 0,
        "synthCells": 275,
        "ys_cells": 275,
        "synth.most_common_cell": "dfxtp_1",
        "yosysUniqueCellTypes": 1,
        "common_cells": "dfxtp_1",
        "ys_seq_share_pct": 100.0,
    },
    "place": {
        "hpwl_um": 20360,
        "routabilityCongestion": 0.8446,
        "dpl_cell_area_sq_mm": 0.01169,
        "preCtsSetupSlack_ns": -0.2356,
        "io_buffers": 550,
        "place_inst": 1364,
    },
    "routing": {
        "wire_per_inst_um": 17.24,
        "drc_errors": 0,
        "num_vias": 4241,
        "wirelength_um": 24370,
        "drt_iter0_markers": 80,
        "drt_first_pass_iters": 4,
        "drtAntennaViolNets": 0,
        "vias_per_cell": 2.999,
        "num_antenna_cells": 0,
    },
    "sta": {
        "relSlewSlack_pct": 87.83,
        "hold_ws_ns": 0.08410,
        "fin_ws_ns": -0.2408,
        "worst_pin_slew_ns": 0.1826,
        "clock.fmax_ghz": 0.8059,
        "rsz0062_at_grt": "yes",
        "tns_ns": -40.39,
        "drv_slew": 0,
        "hold_violations": 0,
        "fin_crit_sh_pct": 124.1,
        "setup_viol": 275,
        "fin_crit_ns": 1.241,
    },
    "grt": {
        "grt_first_pass_wirelength_um": 32140,
        "overflow": 0,
        "grt_pass1_vias": 4479,
        "track_usage_pct": 8.621,
        "grt_max_degree": 15,
        "antenna_found_initial": 3,
    },
    "power": {
        "total_leakage_power_nw": 4.964,
        "p_per_area_mw_per_mm2": 2084,
        "ir_worst_vdd_uv": 1485,
    },
    "clocking": {
        "cts.sinks": 275,
        "cts_buffers": 29,
        "clockBufferDepth": 3,
        "cts_root_buf": "clkbuf_16",
        "clk_pin_slew_worst_paths_ns": 0.06,
        "h-tree-depth": 1,
        "cts_tree": "built",
    },
    "run": {
        "warning_count": 27,
        "cap_violations": 0,
    },
    "worst_setup_path": {
        "cp_data_arrival_time_ns": 1.04,
        "endpoint_kind": "primary output",
        "crit_type": "reg2out",
        "crit_chain": "buf_6",
        "path_buffers": 1,
        "required_ns": 0.80,
        "cpPeakStageDelay_ns": 0.39,
        "start_kind": "register",
        "crit_family": "flip-flops",
        "crit_fanout": 1,
        "slowest_stage": "dfxtp_4",
    },
    "worst_hold_path": {
        "hold_class": "in2reg",
    },
    "final_layout": {
        "comb.multi_input.count": 0,
        "syn2layout_area_growth_pct": 106.3,
        "drive_gt1_share_pct": 41.14,
        "finalInstanceArea_sq_mm": 0.01136,
        "fill_cells": 4355,
        "comb_area_sq_um": 0,
        "final_cells": 1414,
    },
}
## area by class of cell
cell class              count  area [sq um]  share of cell area, %
clock buffers              42         864.6                  7.612
repair buffers            550          4185                  36.85
flip-flops and latches    275          5559                  48.94
well taps                 539         674.4                  5.937
clock inverters             8         75.07                 0.6609
## cell usage in the layout (no fill, tap or decap), drive strengths merged
master | Yosys | layout
clkdlybuf4s50 | 0 | 275
clkinvlp | 0 | 1
buf | 0 | 275
bufinv | 0 | 1
dfxtp | 275 | 275
clkinv | 0 | 5
clkbuf | 0 | 42
inv | 0 | 1
## where the power goes
group	switching, mW	internal (mW)	total [mW]
registers	0.130	11.6	11.7
logic	0.341	1.31	1.65
clock network	4.14	6.20	10.3
## layer usage
metal	GRT usage (%)	vias to the layer above	part of all wire (%)
met1	8.769	1878	32
met5	0	-	0.086
met4	2.021	4	2.4
met2	15.17	304	51
met3	4.719	40	15
li1	-	2015	-
## cell families (layout without fill, tap and decap cells)
group	Yosys count	count (layout)	share of synthesized area (%)
flip-flops	275	275	100.0
buffers and inverters	0	600	0
## registers in the layout, indices dropped and copies added, names as in the netlist
register / cells
e_icode: 4
e_ifun: 4
e_rA: 4
e_rB: 4
e_stat: 3
e_valA: 64
e_valB: 64
e_valC: 64
e_valP: 64
## path summary, 6_finish.rpt
path	startpoint	to	slack (ns)	depth (start not counted)
worst max-delay path	e_valP[51]	e_valP[51]	-0.24	1
worst min-delay path	d_valC[37]	e_valC[37]	0.08	1
## through the flow
step / util [%] / power [mW]
final: 26.96 / 23.68
after global routing: 26.96 / 24.67
after CTS: 26.89 / 24.15
after detailed placement: 27.73 / 14.17
after global placement: 27.73 / 14.16
after floorplan: - / 11.77
## timing repair
| item | in CTS | in global routing |
|---|---|---|
| endpoints found under the setup margin | 275 | 275 |
| hold buffers | 0 | 0 |
| setup buffers | 0 | 0 |
| resized | 939 | 14 |
Power and IR drop assume default switching activity.
